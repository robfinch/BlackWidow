==> /design/flow/run.sh <==
#!/bin/bash
# OpenROAD 26Q1-2900-gdf79404cd8, Yosys 0.63+post, stock flow scripts
make -C /OpenROAD-flow-scripts/flow DESIGN_CONFIG=/design/flow/config.mk WORK_HOME=/design/flow/orfs finish
==> /design/flow/config.mk <==
export PLATFORM = sky130hd
export DESIGN_NAME = rfBlackWidow_stmask
export DESIGN_NICKNAME = rfBlackWidow_stmask
export VERILOG_FILES = /design/flow/design.v
export SDC_FILE = /design/flow/constraint.sdc
export NUM_CORES = 4
export LEC_CHECK = 1
export CORE_AREA = 10 10 209 209
export DIE_AREA = 0 0 219 219
==> /design/flow/constraint.sdc <==
current_design rfBlackWidow_stmask

set clk_period 1.0
set clk_io_pct 0.2

create_clock -name clk0 -period $clk_period

set non_clock_inputs [all_inputs -no_clocks]
set_input_delay [expr $clk_period * $clk_io_pct] -clock clk0 $non_clock_inputs
set_output_delay [expr $clk_period * $clk_io_pct] -clock clk0 [all_outputs]
==> /design/flow/design.v <==
package rfBlackWidowPkg;
parameter TRUE = 1'b1;
parameter FALSE = 1'b0;
parameter RSTIP	= 80'hFFFFFFFFFFFFFFFD0000;
parameter R2		= 6'd2;
parameter ADDI	= 6'd4;
parameter SUBFI	= 6'd5;
parameter ANDI	= 6'd8;
parameter ORI		= 6'd9;
parameter XORI	= 6'd10;
parameter MULI	= 6'd12;
parameter BNZ		= 6'd13;
parameter BZ		= 6'd14;
parameter BSR		= 6'd15;
parameter CMP		= 6'd16;
parameter CMPU	= 6'd17;
parameter FCMP	= 6'd18;
parameter CMPI	= 6'd20;
parameter CMPUI	= 6'd21;
parameter FCMPI	= 6'd22;
parameter SETI	= 6'd28;
parameter SETUI	= 6'd29;
parameter FSETI	= 6'd30;
parameter LDB		= 6'd32;
parameter LDBU	= 6'd33;
parameter LDW		= 6'd34;
parameter LDWU	= 6'd35;
parameter LDT		= 6'd36;
parameter LDTU	= 6'd37;
parameter LDO		= 6'd38;
parameter LDOU	= 6'd39;
parameter LDH		= 6'd42;
parameter LDCHK	= 6'd47;
parameter STB		= 6'd48;
parameter STW		= 6'd49;
parameter STT		= 6'd50;
parameter STO		= 6'd51;
parameter STH		= 6'd53;
parameter CON4	= 6'd59;
parameter NOP		= 6'd60;
parameter CON1	= 6'd61;
parameter CON2	= 6'd62;
parameter CON3	= 6'd63;
parameter SLL		= 6'd0;
parameter SRL		= 6'd1;
parameter SRA		= 6'd2;
parameter ADD		= 6'd4;
parameter SUB 	= 6'd5;
parameter AND		= 6'd8;
parameter OR		= 6'd9;
parameter XOR		= 6'd10;
parameter MUL		= 6'd12;
parameter JMP		= 6'd13;
parameter SET		= 6'd28;
parameter SETU	= 6'd29;
parameter FSET	= 6'd30;
parameter LDBX	= 6'd32;
parameter LDBUX	= 6'd33;
parameter LDWX	= 6'd34;
parameter LDWUX	= 6'd35;
parameter LDTX	= 6'd36;
parameter LDTUX	= 6'd37;
parameter LDOX	= 6'd38;
parameter LDOUX	= 6'd39;
parameter LDHX	= 6'd42;
parameter STBX	= 6'd48;
parameter STWX	= 6'd49;
parameter STTX	= 6'd50;
parameter STOX	= 6'd51;
parameter STHX	= 6'd53;
parameter LT		= 3'd0;
parameter GE		= 3'd1;
parameter LE		= 3'd2;
parameter GT		= 3'd3;
parameter EQ		= 3'd4;
parameter NE	 	= 3'd5;
parameter NOP_INSN	= 40'h7800000000;
parameter byt = 3'd0;
parameter wyde = 3'd1;
parameter tetra = 3'd2;
parameter octa = 3'd3;
parameter hexi = 3'd4;
parameter ptr = 3'd7;
parameter MR_LOAD = 4'd0;
parameter MR_STORE = 4'd1;
parameter MR_TLB = 4'd2;
parameter MR_CACHE = 4'd3;
parameter LEA2 = 4'd4;
parameter M_JALI	= 4'd5;
parameter M_CALL	= 4'd6;
parameter MR_LOADZ = 4'd7;		 
parameter MR_MFSEL = 4'd8;
parameter MR_MTSEL = 4'd9;
parameter MR_MOVLD = 4'd10;
parameter MR_MOVST = 4'd11;
parameter MR_RGN = 4'd12;
parameter MR_PTG = 4'd15;
parameter CSR_CAUSE	= 16'h?006;
parameter CSR_SEMA	= 16'h?00C;
parameter CSR_PTBR	= 16'h1003;
parameter CSR_ARTBR	= 16'h1005;
parameter CSR_FSTAT	= 16'h?014;
parameter CSR_ASID	= 16'h101F;
parameter CSR_KEYS	= 16'b00010000001000??;
parameter CSR_KEYTBL= 16'h1024;
parameter CSR_SCRATCH=16'h?041;
parameter CSR_MCR0	= 16'h3000;
parameter CSR_MHARTID = 16'h3001;
parameter CSR_TICK	= 16'h3002;
parameter CSR_MBADADDR	= 16'h3007;
parameter CSR_MTVEC = 16'b0011000000110???;
parameter CSR_MPLSTACK	= 16'h303F;
parameter CSR_MPMSTACK	= 16'h3040;
parameter CSR_MSTUFF0	= 16'h3042;
parameter CSR_MSTUFF1	= 16'h3043;
parameter CSR_MSTATUS	= 16'h3044;
parameter CSR_MVSTEP= 16'h3046;
parameter CSR_MVTMP	= 16'h3047;
parameter CSR_MEIP	=	16'h3048;
parameter CSR_MECS	= 16'h3049;
parameter CSR_MPCS	= 16'h304A;
parameter CSR_UCA		=	16'b00000001000?????;
parameter CSR_SCA		=	16'b00010001000?????;
parameter CSR_HCA		=	16'b00100001000?????;
parameter CSR_MCA		=	16'b00110001000?????;
parameter CSR_MSEL	= 16'b0011010000100???;
parameter CSR_MTCBPTR=16'h3050;
parameter CSR_MGDT	= 16'h3051;
parameter CSR_MLDT	= 16'h3052;
parameter CSR_MTCB	= 16'h3054;
parameter CSR_MBVEC	= 16'b0011000001011???;
parameter CSR_MSP		= 16'h3060;
parameter CSR_TIME	= 16'h?FE0;
parameter CSR_MTIME	= 16'h3FE0;
parameter CSR_MTIMECMP	= 16'h3FE1;
parameter FLT_NONE	= 8'h00;
parameter FLT_TLBMISS = 8'h04;
parameter FLT_IADR	= 8'h22;
parameter FLT_CHK		= 8'h27;
parameter FLT_DBZ		= 8'h28;
parameter FLT_OFL		= 8'h29;
parameter FLT_KEY		= 8'h31;
parameter FLT_WRV		= 8'h32;
parameter FLT_RDV		= 8'h33;
parameter FLT_SGB		= 8'h34;
parameter FLT_PRIV	= 8'h35;
parameter FLT_WD		= 8'h36;
parameter FLT_UNIMP	= 8'h37;
parameter FLT_CPF		= 8'h39;
parameter FLT_DPF		= 8'h3A;
parameter FLT_LVL		= 8'h3B;
parameter FLT_PMA		= 8'h3D;
parameter FLT_BRK		= 8'h3F;
parameter FLT_PFX		= 8'hC8;
parameter FLT_TMR		= 8'hE2;
parameter FLT_NMI		= 8'hFE;
parameter pL1CacheLines = 64;
parameter pL1LineSize = 512;
parameter pL1ICacheLines = 512;
parameter pL1ICacheLineSize = 1024;
localparam pL1Imsb = $clog2(pL1ICacheLines-1)-1+6;
typedef logic [39:0] Address;
typedef logic [39:0] CodeAddress;
typedef logic [127:0] Value;
typedef struct packed
{
	logic b;
	logic [5:0] opcode;
	logic [32:0] imm;
} coninst;
typedef struct packed
{
	logic b;
	logic [5:0] opcode;
	logic [5:0] func;
	logic [8:0] pad9;
	logic [5:0] Rb;
	logic [5:0] Ra;
	logic [5:0] Rt;
} r2inst;
typedef struct packed
{
	logic b;
	logic [5:0] opcode;
	logic [20:0] imm;
	logic [5:0] Ra;
	logic [5:0] Rt;
} riinst;
typedef struct packed
{
	logic b;
	logic [5:0] opcode;
	logic [2:0] op;
	logic [11:0] pad12;
	logic [5:0] Rb;
	logic [5:0] Ra;
	logic [5:0] Rt;
} cmpinst;
typedef struct packed
{
	logic b;
	logic [5:0] opcode;
	logic [2:0] op;
	logic [17:0] imm;
	logic [5:0] Ra;
	logic [5:0] Rt;
} cmpiinst;
typedef struct packed
{
	logic b;
	logic [5:0] opcode;
	logic [2:0] op;
	logic [17:0] imm;
	logic [5:0] Ra;
	logic [5:0] Rt;
} setiinst;
typedef struct packed
{
	logic b;
	logic [5:0] opcode;
	logic [26:0] disp;
	logic [5:0] Ra;
} brinst;
typedef struct packed
{
	logic b;
	logic [5:0] opcode;
	logic [26:0] disp;
	logic [5:0] Rt;
} bsrinst;
typedef struct packed
{
	logic b;
	logic [5:0] opcode;
	logic [32:0] payload;
} anyinst;
typedef union packed
{
	coninst con;
	r2inst r2;
	riinst ri;
	cmpinst cmp;
	cmpiinst cmpi;
	setiinst seti;
	brinst br;
	bsrinst bsr;
	anyinst any;
} Instruction;
typedef struct packed
{
	logic [5:0] pn;
	logic [5:0] Ra;
	logic [5:0] Rb;
	logic [5:0] Rc;
	logic [5:0] Rt;
	Value imm;
	logic rfwr;
	logic prfwr;
	logic br;
	logic bz;
	logic bnz;
	logic loadz;
	logic loadr;
	logic loadn;
	logic storer;
	logic storen;
	logic ldchk;
	logic [2:0] memsz;
} DecoderOut;
parameter MR_LDB	= 4'd0;
parameter MR_LDW	= 4'd1;
parameter MR_LDT	= 4'd2;
parameter MR_LDO	= 4'd3;
parameter MR_LDOR	= 4'd4;
parameter MR_LDOB	= 4'd5;
parameter MR_LDOO = 4'd6;
parameter MR_LDH	= 4'd7;
parameter MR_LDHP = 4'd8;
parameter MR_LDPTG = 4'd0;
parameter MR_STPTG = 4'd1;
parameter MR_LDDESC = 4'd12;
parameter MR_STB	= 4'd0;
parameter MR_STW	= 4'd1;
parameter MR_STT	= 4'd2;
parameter MR_STO	= 4'd3;
parameter MR_STOC	= 4'd4;
parameter MR_STOO	= 4'd5;
parameter MR_STH	= 4'd7;
parameter MR_STHP	= 4'd8;
parameter MR_STPTR	= 4'd9;
typedef struct packed
{
	logic [7:0] tid;		 
	logic [5:0] step;		 
	logic wr;
	logic [3:0] func;		 
	logic [3:0] func2;	 
	Address adr;
	logic [255:0] dat;
	logic [3:0] sz;		 
} MemoryRequest;	 
typedef struct packed
{
	logic [7:0] tid;		 
	logic [5:0] step;
	logic wr;
	logic [3:0] func;		 
	logic [3:0] func2;	 
	logic v;
	logic empty;
	logic [15:0] cause;
	Address badAddr;
	logic [511:0] res;
	logic cmt;
} MemoryResponse;	 
endpackage
import rfBlackWidowPkg::*;
import rfBlackWidowMmuPkg::*;
module rfBlackWidow_stmask(sel, adr, mask);
parameter BUSWID=128;
input [BUSWID/8-1:0] sel;
input [1:0] adr;
output reg [511:0] mask;
reg [BUSWID-1:0] lomask;
genvar g;
generate begin : gStMask
for (g = 0; g < BUSWID/8; g = g + 1)
	always_comb
		lomask[g*8+7:g*8] <= sel[g] ? 8'hFF : 8'h00;
end
endgenerate
always_comb mask <= lomask << {adr,7'd0};
endmodule
==> results_slide.txt <==
Implementation Results

Outcome
  • Status: complete, but fails checks
  • Failing checks: negative setup slack

Flow run
  • Max-cap violation count: 0
  • OpenROAD warning count: 35

Final timing
  • RSZ-0062 raised after global routing: true
  • Fmax achieved: 0.708 GHz
  • Final min period: 1410 ps
  • Final worst setup slack: -413 ps
  • # setup viols final: 500
  • Relative slew slack: 78.9%
  • Endpoints failing hold: 0
  • Max-slew violations: 0
  • Slew @ Worst Pin: 317 ps
  • Fin Hold WS: 770 ps
  • Cycle use final: 141%

Layout
  • Flop count: 0
  • Post-route cell area: 8070 sq um
  • # clk buffers: 0
  • Area Overhead vs Synth: 96.8%
  • Share of layout cells above drive strength 1: 93.7%
  • Register Area: 0 sq um

Global route
  • Met1 GRT Util: 8.13%
  • Global-route wire length before repair: 27.5 mm
  • GRT met2 Usage: 14.4%
  • Initial antenna violation count: 2
  • GRT Util Overall: 7.59%
  • Met3 Usage GRT: 3.08%
  • Largest net degree at the start of global routing: 27
  • GR peak layer: met2
  • Overflow after GRT: 0
  • Vias in the first global route: 3700

Critical path
  • Crit path required time: 800 ps
  • Crit. End Element: output port
  • Crit Path Max Fanout: 8
  • Critical path arrival: 1210 ps
  • Slowest cell delay on critical path: 170 ps
  • Startpoint Class: primary input
  • CP max-delay cell: clkbuf_16
  • Crit path kind: in2out
  • Worst path most repeated cell: buf_6
  • Crit-path leading delay family: buffers and inverters
  • CP bufs+invs: 7
  • CP Cell Sequence: buf_16 > clkbuf_16 > buf_6 > nor3b_4 > buf_6 > buf_6 > buf_6 > buf_6

Synth
  • Yosys chip area: 4100 sq um
  • Mapped Area: 4100 sq um
  • Yosys warning count: 15
  • Register area share after synthesis: 0%
  • Post-Syn Instances: 526
  • Avg Cell Area, Syn: 7.79 sq um
  • Yosys cell count: 526
  • Unique cell types: 6

Detailed routing
  • Antenna cells: 0
  • DR vias: 3945
  • DRT Pass-1 Iters: 4
  • Post-route DRC: 0
  • Final ANT Viol Nets: 0
  • Initial drt markers: 73
  • Wirelength per Cell: 16.8 um
  • Total Routed Length: 23.1 mm
  • Vias per Instance: 2.88

Floorplanning
  • Die width: 219 um
  • Die Size: 48000 sq um
  • Core outline area: 38900 sq um
  • # IOs: 530
  • Site Rows: 72
  • Die Y-Extent: 219 um
  • Initial Util: 10.5%

Placement
  • Detail Placement HPWL: 14.7 mm
  • Final Wtd Congestion: 0.696
  • I/O Buffers: 530
  • Area after DPL: 7010 sq um

Power
  • Leak: 5.27 nW
  • Pwr/cell area: 317 nW/um^2
  • Max VDD drop: 129 uV
  • Final Power: 2.56 mW

Hold path
  • Hold/Removal Path Class: in2out
==> metrics by stage <==
stage	setup TNS, ps	std cells	utilization, %	setup WS, ps
after floorplan	-23810	526	-	-93.2
after global placement	-416960	1153	18.0	-906
after detailed placement	-427980	1153	18.0	-936
after CTS	-223780	1223	19.9	-568
after global routing	-115620	1370	20.7	-445
final	-98340	1370	20.7	-413
==> worst paths after layout <==
check	to	depth (start not counted)	startpoint	slack [ps]
hold / removal	mask[73]	4	adr[0]	770
setup / recovery	mask[100]	8	adr[1]	-410
==> power breakdown <==
part / internal (mW) / switching (mW)
Combinational: 1.71 / 0.847
Clock: 0 / 0
Sequential: 0 / 0
Total: 1.71 / 0.847
==> metal layers <==
| metal | vias to the layer above | routed length (um) |
|---|---|---|
| met1 | 1824 | 8820 |
| met5 | - | 0 |
| met4 | 0 | 0 |
| met3 | 0 | 2390 |
| li1 | 1857 | - |
| met2 | 264 | 11900 |
==> cell usage in the layout, fill, tap and decap left out <==
cell type,n
clkdlybuf4s15_2,1
clkbuf_2,367
buf_16,9
dlymetal6s2s_1,45
dlygate4sd2_1,5
and3b_2,29
clkdlybuf4s15_1,1
buf_8,11
buf_2,20
nor3b_4,16
and3b_1,3
and3_4,16
buf_4,42
clkbuf_16,2
buf_6,277
buf_12,8
==> area by class of cell <==
type | instances | area (sq um)
fill | 4221 | 30800
timing repair buffer | 788 | 6620
tap | 518 | 648
multi-input combinational | 64 | 797
==> cell families (layout without fill, tap and decap cells) <==
family | Yosys count | after routing | share of synthesized area (%)
and+or+nand+nor | 64 | 64 | 14.2
buffers and inverters | 462 | 788 | 85.8
==> cell usage after synthesis (all sizes together) <==
cell type	count	area [sq um]
and3b	32	282
and3	16	100
nor3b	16	200
buf	462	3520
==> what timing repair did <==
| item | CTS | global route |
|---|---|---|
| gates resized | 531 | 1000 |
| cloned | 7 | 3 |
| buffers inserted | 65 | 152 |
| setup endpoints to repair | 512 | 510 |
| hold buffers | 0 | 0 |
| pin swaps | 14 | 29 |
Power and IR drop assume default switching activity.
